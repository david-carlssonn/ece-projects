==> design/flow/design.v <==
`timescale 1ns / 1ps
module alarm(input CLK100MHZ, btnC, btnU, btnD, btnL, btnR,
             output reg [3:0] alarm_hourten = 1,  alarm_hour = 2, alarm_minten = 5, alarm_min = 9,
             output reg alarm_mode = 1'b0,
             output reg btnC_debounced
);
reg [6:0] seg;
reg [19:0] debounce_count;
reg btnL_debounced, btnR_debounced, btnU_debounced, btnD_debounced;
always@(posedge CLK100MHZ) begin
        if(debounce_count < 1000000)            
            debounce_count <= debounce_count + 1;
        else begin
            debounce_count <= 0;
            btnC_debounced <= btnC;
            btnR_debounced <= btnR;
            btnL_debounced <= btnL;
            btnU_debounced <= btnU;
            btnD_debounced <= btnD;
        end
end
always@(posedge CLK100MHZ) begin
    if(btnC_debounced) begin
        alarm_mode <= ~alarm_mode;
    end
    else if(alarm_mode) begin
        if(btnR_debounced) begin             
            if(alarm_min < 9) begin          
                alarm_min <= alarm_min + 1;
            end else begin
                alarm_min <= 0;              
                if(alarm_minten < 5) begin  
                    alarm_minten <= alarm_minten + 1;
                end else begin
                    alarm_minten <= 0;       
                end
            end
        end
        else if(btnL_debounced) begin        
            if(alarm_min > 0) begin          
               alarm_min <= alarm_min - 1;
            end else begin                   
                    if(alarm_minten > 0) begin   
                        alarm_minten <= alarm_minten - 1;
                        alarm_min <= 9;
                    end else begin           
                            alarm_minten <= 5;   
                            alarm_min <= 9;
                    end
               end
        end
       else if(btnU_debounced) begin     
            if(alarm_hour < 9) begin     
               alarm_hour <= alarm_hour + 1;
            end else begin
                    alarm_hour <= 0;     
                    if(alarm_hourten < 1) begin  
                        alarm_hourten <= alarm_hourten + 1;
                    end else begin       
                            alarm_hourten <= 0;
                            alarm_hour <= 1;
                        end
               end
           if(alarm_hourten == 1 && alarm_hour > 2) begin  
              alarm_hourten <= 0;
              alarm_hour <= 1;
           end   
       end
       else if(btnD_debounced) begin     
            if(alarm_hour > 0) begin     
               alarm_hour <= alarm_hour - 1;
            end else begin
                    if(alarm_hourten > 0) begin  
                        alarm_hourten <= alarm_hourten - 1;  
                        alarm_hour <= 9;
                    end else begin               
                            alarm_hourten <= 1;  
                            alarm_hour <= 2;
                        end
                    end
                end
            end           
        end
endmodule
==> design/flow/run.sh <==
#!/bin/bash
# OpenROAD 26Q1-2900-gdf79404cd8, Yosys 0.63+post, stock flow scripts
make -C /OpenROAD-flow-scripts/flow DESIGN_CONFIG=/design/flow/config.mk WORK_HOME=/design/flow/orfs finish
==> design/flow/config.mk <==
export PLATFORM = sky130hd
export DESIGN_NAME = alarm
export DESIGN_NICKNAME = alarm
export VERILOG_FILES = /design/flow/design.v
export SDC_FILE = /design/flow/constraint.sdc
export NUM_CORES = 4
export LEC_CHECK = 1
export CORE_UTILIZATION = 30
export SYNTH_HDL_FRONTEND = slang
==> design/flow/constraint.sdc <==
current_design alarm

set clk_period 3.2
set clk_io_pct 0.2

create_clock -name clk0 -period $clk_period [get_ports {CLK100MHZ}]

set non_clock_inputs [all_inputs -no_clocks]
set_input_delay [expr $clk_period * $clk_io_pct] -clock clk0 $non_clock_inputs
set_output_delay [expr $clk_period * $clk_io_pct] -clock clk0 [all_outputs]
==> results.yml <==
# physical design summary
run_status:
  status: "finished clean"
placed_design:
  gp_congestion: 0.842
  port_buffers: 23
  preCtsSetupSlack_ns: 0.929
  dpl.hpwl_um: 3140
timing:
  period_used_pct: 71.2
  skew_ns: 0.0117
  rsz0062_at_grt: "no"
  maxSlewViolCount: 0
  slew_headroom_pct: 56.4
  finalSetupViolCount: 0
  fmax_ghz: 0.439
  period_needed_ns: 2.28
  worst_pin_slew_ns: 0.655
  setup_tns_ns: 0
  timing.final.ws_setup_ns: 0.920
  finalHoldViolations: 0
die:
  io_pins: 24
  die_h_um: 90.5
  initial_core_util_pct: 31.7
  rows: 31
  die_area_um2: 8190
  die_x_um: 90.5
  coreArea_um2: 7410
worst_setup_path:
  critPathSlowestCell: "a21boi_0"
  rr_worst_depth: 5
  startpoint: "alarm_hour[0]"
  r2r_slack_ns: 0.92
  r2r_start: "alarm_hour[0]"
  r2r-end: "alarm_hourten[1]"
  cp-start-kind: "register"
  end_kind: "register"
  crit_required_ns: 3.13
  critPathMaxStageDelay_ns: 0.50
  worstSetupEndpoint: "alarm_hourten[1]"
  crit_path_max_fanout: 5
  arrival_ns: 2.21
  path_class: "register to register"
  worstPathCellList: "inv_1 -> ha_1 -> nor3b_1 -> a2bb2oi_1 -> a21boi_0"
yosys:
  synth_seq_share_pct: 45.2
  ys_chip_area_um2: 2350
  ys_cells: 243
  yosysUniqueCellTypes: 54
  ys.flop_type: "edfxtp_1"
  yosysWarningCount: 0
  syn_avg_cell_area_um2: 9.67
  netlist_area_um2: 2350
  synth_flops: 42
  netlist_instances: 243
  synth-edff-count: 22
  async_reset_ff_share_pct: 0
global_routing:
  grt_pass1_wl_um: 7700
  grt_pass1_vias: 1661
  grt-ovfl-total: 0
  track_usage_pct: 11.7
  antenna_found_initial: 0
  grt_max_degree: 23
clock_network:
  root_buffer: "clkbuf_8"
  path_clk_slew_ns: 0.08
  cts_hold_buf: 0
  cts_setup_buffers: 0
  cts_resized: 0
  clock_sinks: 42
  cts_made_buffers: 5
  htree_levels: 2
  cts_tree: "built"
  clock_latency_ns: 0.29
  cts_buffer_depth: 2
power_and_ir_drop:
  irDropWorstVdd_mv: 0.148
  p_per_area_nw_per_um2: 375
  p_leak_nw: 1.12
routing:
  drc: 0
  viasPerCell: 4.97
  wl_per_cell_um: 11.9
  totalWireLength_um: 4380
  antenna_cells: 0
  drt_iter0_markers: 45
  drtPass1Iterations: 4
  ant_nets: 0
  via_count: 1824
cells_and_area:
  mostFrequentLayoutCell: "nor2_1"
  area.growth.synth_to_final_pct: 19.5
  drive_above_1_share_pct: 5.60
  lay_top_cells: "nor2_1, clkdlybuf4s50_1, edfxtp_1, dfxtp_1, inv_1"
job:
  warnings: 34
  maxCapViolCount: 0
hold_path:
  whs_path_depth: 1
  worstHoldPathType: "register to register"
-- layout make-up --
cell class | instances | area, µm²
inverter | 15 | 56.3
tap | 99 | 124
multi-input combinational | 178 | 1190
clock buffer | 5 | 68.8
sequential | 42 | 1060
fill | 707 | 4600
clock inverter | 3 | 63.8
timing repair buffer | 25 | 245
-- per-stage QoR --
step | power [mW] | util [%] | std cells | hold slack, ns | area [µm²]
floorplan | 0.574 | - | 243 | 0.426 | 2350
global placement | 0.580 | 36.1 | 359 | 0.443 | 2680
detailed placement | 0.580 | 36.1 | 359 | 0.456 | 2680
CTS | 1.07 | 37.9 | 367 | 0.475 | 2810
global route | 1.09 | 37.9 | 367 | 0.520 | 2810
finish | 1.05 | 37.9 | 367 | 0.473 | 2810
-- power breakdown --
| part | internal (mW) | switching (mW) | total [mW] |
|---|---|---|---|
| Sequential | 0.561 | 0 | 0.561 |
| Combinational | 0.00529 | 0.00111 | 0.00640 |
| Clock | 0.309 | 0.177 | 0.486 |
-- synth_stat cells, drive strengths merged, types with 5 or more instances --
cell type / n / share of area [%]
nor2: 34 / 5.4
edfxtp: 22 / 28
and3: 5 / 1.3
nand2: 11 / 1.8
and4: 6 / 2.3
ha: 14 / 7.5
nand3: 6 / 1.5
o22ai: 6 / 1.6
a21oi: 10 / 2.1
nor3: 5 / 1.1
nand4: 7 / 1.9
inv: 15 / 2.4
dfxtp: 20 / 17
xor2: 13 / 4.8
o21ai: 11 / 2.3
-- state kept, by name, summed over array words and instances, names as in the netlist --
register,flops
btnD_debounced,1
alarm_hour,4
btnR_debounced,1
btnL_debounced,1
alarm_mode,1
btnU_debounced,1
alarm_hourten,4
debounce_count,20
alarm_min,4
btnC_debounced,1
alarm_minten,4
-- cells by family (layout without fill, tap and decap cells) --
family,Yosys count,in the layout,share of synthesized area (%)
flip-flops,42,42,45.2
AND-OR/OR-AND,52,52,15.0
XOR/XNOR,16,16,5.96
multiplexers,2,2,0.852
buffers and inverters,23,48,4.26
AND/OR/NAND/NOR,94,94,21.3
adder cells (fa/ha/maj),14,14,7.45
-- worst min path at each step --
| stage | start | endpoint | slack (ns) |
|---|---|---|---|
| CTS | debounce_count[0] | debounce_count[0] | 0.48 |
| global route | debounce_count[0] | debounce_count[0] | 0.52 |
| finish | debounce_count[0] | debounce_count[0] | 0.47 |
-- layer usage --
metal / GRT usage [%] / up-vias / wire, µm
met5: 0 / - / 0
met4: 1.08 / 0 / 44
met3: 3.33 / 6 / 201
met2: 17.9 / 36 / 1890
met1: 17.5 / 840 / 2250
li1: - / 942 / -
-- worst max-delay path: cells and delay by family (launching register included) --
kind,cells,cell delay [ns]
AND-OR/OR-AND,2,0.63
flip-flops,1,0.48
AND/OR/NAND/NOR,1,0.40
adder cells (fa/ha/maj),1,0.25
buffers and inverters,1,0.16
No activity file was given, so power comes from the tool's default toggle rates.
