==> flow/design.v <==
`timescale 1ns / 1ps
module cordic_stable #(parameter WL = 10, WI1 = 2, WF1 = 8, WI2 = 2, WF2 = 14, WL_I = 32, WIO = 1, WFO = 9)
               (input CLK, RST, start,
                input signed [WL-1:0] angle,
                output reg signed [WIO+WFO-1:0] sine, cosine,
                output reg done
                );
    parameter SIZE = 9;
    parameter signed pi_2 = 10'd256, pi = 10'd512;
    reg signed [WI2+WF2-1:0] K_fp = 16'd9950;  
    reg signed [WI2+WF2-1:0] x, y;
    reg signed [WL-1:0] z;
    wire [WL-1:0] z_next_gt, z_next_lt;
    wire [WL-1:0] z_norm_q2, z_norm_q3;
    integer i;
    reg signed [WL-1:0] atan_table [SIZE:0];
    wire [WL_I-1:0] i_next;
    wire [WI2+WF2-1:0] x_next_gt, y_next_gt, x_next_lt, y_next_lt;
    wire OVF;
    initial $readmemb ("arctan_LUT.txt", atan_table);
    fp_adder #(.WI1(WL_I), .WF1(0), .WI2(WL_I), .WF2(0), .WIO(WL_I), .WFO(0))
              U0000(.in1(i), .in2(32'd1), .out(i_next), .OVF(OVF));
    fp_adder #(.WI1(WI2), .WF1(WF2), .WI2(WI2), .WF2(WF2), .WIO(), .WFO())
              U0001(.in1(x), .in2(-(y >>> i)), .out(x_next_gt), .OVF(OVF));
    fp_adder #(.WI1(WI2), .WF1(WF2), .WI2(WI2), .WF2(WF2), .WIO(), .WFO())
              U0010(.in1(y), .in2(x >>> i), .out(y_next_gt), .OVF(OVF));
    fp_adder #(.WI1(WL), .WF1(0), .WI2(WL), .WF2(0), .WIO(), .WFO())
              U0011(.in1(z), .in2(-atan_table[i]), .out(z_next_gt), .OVF(OVF));
    fp_adder #(.WI1(WI2), .WF1(WF2), .WI2(WI2), .WF2(WF2), .WIO(), .WFO())
              U0100(.in1(x), .in2(y >>> i), .out(x_next_lt), .OVF(OVF));
    fp_adder #(.WI1(WI2), .WF1(WF2), .WI2(WI2), .WF2(WF2), .WIO(), .WFO())
              U0101(.in1(y), .in2(-(x >>> i)), .out(y_next_lt), .OVF(OVF));
    fp_adder #(.WI1(WL), .WF1(0), .WI2(WL), .WF2(0), .WIO(), .WFO())
              U0110(.in1(z), .in2(atan_table[i]), .out(z_next_lt), .OVF(OVF));
    fp_adder #(.WI1(WL), .WF1(0), .WI2(WL), .WF2(0), .WIO(), .WFO())
              U0111(.in1(angle), .in2(-pi), .out(z_norm_q2), .OVF(OVF));
    fp_adder #(.WI1(WL), .WF1(0), .WI2(WL), .WF2(0), .WIO(), .WFO())
              U1000(.in1(angle), .in2(pi), .out(z_norm_q3), .OVF(OVF));
    always @(posedge CLK) begin
        if(RST) begin
            done <= 0;
            i <= 0;
            cosine <= 0;
            sine <= 0;         
        end
        else if(start) begin
            done <= 0;
            i <= 0;
            if(angle >= pi_2) begin   
                x <= -K_fp;
                y <= 0;
                z <= z_norm_q2;      
            end
            else if(angle <= -pi_2) begin  
                x <= -K_fp;
                y <= 0;
                z <= z_norm_q3;      
            end
            else begin               
                x <= K_fp;
                y <= 0;
                z <= angle;
            end                          
        end
        else begin
            if(i <= SIZE) begin
                i <= i_next;              
                done <= 0;
                if(z >= 0) begin         
                    x <= x_next_gt;      
                    y <= y_next_gt;      
                    z <= z_next_gt;      
                end 
                else if(z < 0) begin     
                    x <= x_next_lt;      
                    y <= y_next_lt;      
                    z <= z_next_lt;      
                end
             end
             else begin
                done <= 1;
                if(angle >= -256 && angle <= 0) begin  
                    cosine <= x >>> 5;
                    sine <= y >>> 5;
                end
                else if(angle >= -512 && angle < -256) begin  
                    cosine <= x >>> 5;
                    sine <= y >>> 5;
                end
                else if(angle >= 256 && angle <= 512) begin  
                    cosine <= x >>> 5;
                    sine <= y >>> 5;
                end
                else begin   
                    cosine <= x >>> 5;
                    sine <= y >>> 5;
                end           
             end
        end
    end
endmodule
`timescale 1ns / 1ps
module fp_adder #(parameter WI1 = 4, WF1 = 16, WI2 = 4, WF2 = 16, 
                     WIO = ((WI1 > WI2) ? WI1 : WI2) + 1, 
                     WFO = ((WF1 > WF2) ? WF1 : WF2))
                    (input signed[WI1+WF1-1:0] in1,
                     input signed[WI2+WF2-1:0] in2,
                     output reg signed [WIO+WFO-1:0] out,
                     output reg OVF
                    );
    localparam i_max = (WI1 > WI2) ? WI1 : WI2;
    localparam f_max = (WF1 > WF2) ? WF1 : WF2;
    reg signed [i_max+f_max:0] in1_ext;
    reg signed [i_max+f_max:0] in2_ext;
    always @* begin
        if(WI1 > WI2 && WF1 > WF2) begin
            in1_ext = in1;
            in2_ext = {{(WI1-WI2){in2[WI2+WF2-1]}}, in2, {(WF1-WF2){1'b0}}};
        end
        else if(WI1 < WI2 && WF1 < WF2) begin
            in1_ext = {{(WI2-WI1){in1[WI1+WF1-1]}}, in1, {(WF2-WF1){1'b0}}};
            in2_ext = in2;
        end
         else if(WI1 > WI2 && WF1 < WF2) begin
            in1_ext = {in1, {(WF2-WF1){1'b0}}};
            in2_ext = {{(WI1-WI2){in2[WI2+WF2-1]}}, in2};
        end
         else if(WI1 < WI2 && WF1 > WF2) begin
            in1_ext = {{(WI2-WI1){in1[WI1+WF1-1]}}, in1};
            in2_ext = {in2, {(WF1-WF2){1'b0}}};
        end
        else if(WI1 > WI2 && WF1 == WF2) begin
            in1_ext = in1;
            in2_ext = {{(WI1-WI2){in2[WI2+WF2-1]}}, in2};
        end
        else if(WI1 < WI2 && WF1 == WF2) begin
            in1_ext = {{(WI2-WI1){in1[WI1+WF1-1]}}, in1};
            in2_ext = in2;
        end
        else if(WF1 > WF2 && WI1 == WI2) begin
            in1_ext = in1;
            in2_ext = {in2, {(WF1-WF2){1'b0}}};
        end
        else if(WF1 < WF2 && WI1 == WI2) begin
            in1_ext = {in1, {(WF2-WF1){1'b0}}};
            in2_ext = in2;
        end
        else if(WI1 == WI2 && WF1 == WF2) begin
            in1_ext = in1;
            in2_ext = in2;
        end
        out = in1_ext + in2_ext;
        OVF = ((in1_ext[i_max+f_max-1]) == (in2_ext[i_max+f_max-1])) 
            && (out[i_max+f_max-1] != (in1_ext[i_max+f_max-1]));   
    end               
endmodule
==> flow/arctan_LUT.txt <==
0010000000
0001001100
0000101000
0000010100
0000001010
0000000101
0000000011
0000000001
0000000001
0000000000
==> flow/run.sh <==
#!/bin/bash
# OpenROAD 26Q1-2900-gdf79404cd8, Yosys 0.63+post, stock flow scripts
make -C /OpenROAD-flow-scripts/flow DESIGN_CONFIG=/design/flow/config.mk WORK_HOME=/design/flow/orfs finish
==> flow/config.mk <==
export PLATFORM = sky130hd
export DESIGN_NAME = cordic_stable
export DESIGN_NICKNAME = cordic_stable
export VERILOG_FILES = /design/flow/design.v
export SDC_FILE = /design/flow/constraint.sdc
export NUM_CORES = 4
export LEC_CHECK = 1
export CORE_UTILIZATION = 30
export SYNTH_HDL_FRONTEND = slang
==> flow/constraint.sdc <==
current_design cordic_stable

set clk_period 10.0
set clk_io_pct 0.2

create_clock -name clk0 -period $clk_period [get_ports {CLK}]

set non_clock_inputs [all_inputs -no_clocks]
set_input_delay [expr $clk_period * $clk_io_pct] -clock clk0 $non_clock_inputs
set_output_delay [expr $clk_period * $clk_io_pct] -clock clk0 [all_outputs]
==> results.json <==
{
  "rsz0062_at_grt": "no",
  "finalSetupViolCount": 0,
  "syn_inst": 850,
  "dpl.hpwl_mm": 15.2,
  "drt_pass1_iterations": 5,
  "hold_buffers": 0,
  "relSlewSlack_pct": 54.7,
  "drtAntennaViolNets": 0,
  "antenna_cells_inserted": 0,
  "drc": 0,
  "cts_root_buf": "clkbuf_16",
  "fp_util_pct": 30.7,
  "crit_chain": "buf_4 -> mux4_2 -> a22oi_1 -> nor3_1 -> o41ai_1 -> o21bai_1 -> ha_1 -> inv_1 -> or3b_1 -> nand3b_1 -> o31ai_1 -> xor2_1 -> ha_1 -> and2_1 -> a31o_2 -> a311oi_1 -> o21bai_1 -> a21oi_1 -> o21ai_0 -> and2b_2 -> mux2_1",
  "wl_per_cell_um": 17.7,
  "insertion_delay_ns": 0.36,
  "startpoint_type": "register",
  "drt_wl_total_mm": 21.1,
  "cp-end-kind": "register",
  "avgSynthCellArea_sq_um": 8.85,
  "clock_path_buffers": 2,
  "finalHoldViolCount": 0,
  "criticalPathCategory": "register to register",
  "maxSlewViolCount": 0,
  "worst_pin_slew_ns": 0.679,
  "cellLeakagePower_nw": 3.06,
  "via_count": 6366,
  "core_sq_um": 24500,
  "synth-edff-count": 33,
  "crit_fanout": 40,
  "power_w": 0.00226,
  "status": "complete, no violations",
  "ys.flop_type": "dfxtp_1",
  "die_w_um": 160,
  "fin_tns_setup_ns": 0,
  "final_cell_mix": "nor2_1, nand2_1, dfxtp_1",
  "grt_pass1_vias": 6085,
  "cts_tree": "built",
  "finalCritPeriodShare_pct": 60.1,
  "clk_pin_slew_ns": 0.06,
  "power_density_nw_per_um2": 270,
  "slowest_stage": "mux4_2",
  "vdd_drop_max_uv": 139,
  "synth.distinct_cells": 85,
  "synth_warnings": 0,
  "h-tree-depth": 3,
  "area_growth_pct": 11.1,
  "hp-class": "register to register",
  "chip_area_sq_um": 25700,
  "synth_seq_share_pct": 27.3,
  "warning_count": 28,
  "final_common_cell": "nor2_1",
  "ys_area_sq_um": 7520,
  "netlist.top_cell.by_area": "dfxtp_1",
  "synthTopCellsByArea": "dfxtp_1, edfxtp_1, ha_1",
  "grt_pass1_wl_mm": 34.0,
  "place.gp.congestion": 0.989,
  "critPathMaxStageDelay_ns": 0.59,
  "fmax_mhz": 166,
  "synth_area_sq_um": 7520,
  "yosys.area.top_type_share_pct": 14.1,
  "grt_max_degree": 53,
  "cts_setup_buffers": 0,
  "numSynthFlops": 86,
  "gr-total-overflow": 0,
  "cts_buffers": 9,
  "drive_gt1_share_pct": 11.6,
  "async_flop_share_pct": 0,
  "worstPathRequired_ns": 10.10,
  "boundaryPins": 34,
  "rows": 57,
  "antenna_found_initial": 0,
  "ys_cells": 850,
  "crit_arrival_ns": 6.11,
  "clock-sinks": 86,
  "min_period_ns": 6.01,
  "die_h_um": 160,
  "drt_iter0_drc": 459,
  "viasPerCell": 5.35,
  "io_buffers": 33,
  "cts_resized": 0,
  "gr-usage-all-layers_pct": 17.1,
  "finalClockSkew_ns": 0.00895,
  "drv_cap": 0
}
## report_power, final
group          switching [W]  internal, W  leakage, nW  total, W
registers           0.000124     0.000467        0.757  0.000591
logic               0.000725     0.000604         2.16   0.00133
clock network       0.000140     0.000199        0.147  0.000338
## logic make-up (layout without fill, tap and decap cells)
logic type / after synthesis / count (layout) / synth area share (%)
muxes: 57 / 57 / 10.5
xor gates and xnor gates: 79 / 79 / 9.20
and+or+nand+nor: 306 / 306 / 21.3
DFF: 86 / 86 / 27.3
AOI/OAI and AO/OA: 211 / 211 / 19.6
buffers and inverters: 73 / 90 / 5.57
adders and majority gates: 38 / 38 / 6.52
## cell type report
type | count | area (sq um)
multi-input combinational | 691 | 5060
clock inverter | 2 | 11.3
fill | 2453 | 16100
inverter | 26 | 97.6
clock buffer | 14 | 287
tap | 324 | 405
timing repair buffer | 48 | 443
sequential | 86 | 2050
## per-stage QoR
| stage | setup WS, ns | hold WS [ns] | instances | utilization (%) | area, sq um |
|---|---|---|---|---|---|
| after floorplan | 4.50 | 0.426 | 850 | - | 7520 |
| after global placement | 4.09 | 0.461 | 1175 | 32.9 | 8060 |
| after detailed placement | 3.99 | 0.466 | 1175 | 32.9 | 8060 |
| after CTS | 3.97 | 0.481 | 1191 | 34.2 | 8360 |
| after global routing | 3.51 | 0.495 | 1191 | 34.2 | 8360 |
| final | 3.99 | 0.476 | 1191 | 34.2 | 8360 |
## path summary, 6_finish.rpt
path | startpoint | slack, ns | to | depth (start not counted)
hold / removal | i[31]$_SDFFE_PP0N_ | 0.48 | i[31]$_SDFFE_PP0N_ | 2
setup / recovery | i[0]$_SDFFE_PP0N_ | 3.99 | y[15]$_SDFFCE_PP0P_ | 21
setup reg to reg | i[0]$_SDFFE_PP0N_ | 3.99 | y[15]$_SDFFCE_PP0P_ | 21
hold reg to reg | i[31]$_SDFFE_PP0N_ | 0.48 | i[31]$_SDFFE_PP0N_ | 2
## state kept, by name, summed over array words and instances (netlist names)
signal	count
cosine	10
z	1
done	1
i	32
y	16
sine	10
x	16
## worst max-delay path, delay by kind of cell (launching register included)
family          cells  cell delay [ns]
buf+inv             2             0.57
fa+ha+maj           2             0.48
xor+xnor            1             0.18
compound gates      9             2.02
mux                 2             0.86
flops               1             0.49
simple gates        5             1.12
## synthesized netlist by cell type (all sizes together), types with 23 or more instances
| master | n |
|---|---|
| mux2i | 28 |
| dfxtp | 53 |
| nor2 | 98 |
| clkbuf | 38 |
| nand2 | 67 |
| nand3 | 23 |
| o21ai | 47 |
| ha | 36 |
| edfxtp | 33 |
| a21oi | 45 |
| inv | 24 |
| xor2 | 39 |
| xnor2 | 40 |
## metal layers
metal | vias up | part of all wire (%) | GRT usage [%]
met5 | - | 0 | 0
met4 | 0 | 2.5 | 3.59
met3 | 36 | 5.8 | 3.27
met2 | 190 | 44 | 25.6
met1 | 2951 | 48 | 26.1
li1 | 3189 | - | -
Power is estimated from default activity; no workload was simulated.
